--- design/flow/run.sh ---
#!/bin/bash
# OpenROAD 26Q1-2900-gdf79404cd8, Yosys 0.63+post, stock flow scripts
make -C /OpenROAD-flow-scripts/flow DESIGN_CONFIG=/design/flow/config.mk WORK_HOME=/design/flow/orfs finish
--- design/flow/design.v ---
`timescale 1ns / 1ps
module FREQ_measure(
    input wire clk_200M,           
    input wire rst_n,
    input wire sig_in,
    output reg [31:0] sig_freq_cnt_buf,
    output reg [31:0] ref_clk_cnt_buf
    );
    parameter max_ref_gate_cnt = 199_999_999;
    parameter max_ref_clk_100MHz_cnt = 0;
    reg [31:0] ref_gate_cnt;
    reg [31:0] sig_freq_cnt;
    reg sig_in_pos_detect_r0;
    reg sig_in_pos_detect_r1;
    wire sig_in_pos_detect;
    wire sig_in_neg_detect;
    reg ref_gate;
    reg ref_gate_pos_detect_r0;
    reg ref_gate_pos_detect_r1;
    wire ref_gate_pos_detect;
    wire ref_gate_neg_detect;
    reg real_gate;
    reg real_gate_pos_detect_r0;
    reg real_gate_pos_detect_r1;
    wire real_gate_neg_detect;
    reg ref_clk_100MHz;
    reg [31:0] ref_clk_100MHz_cnt;
    reg ref_clk_100MHz_pos_detect_r0;
    reg ref_clk_100MHz_pos_detect_r1;
    wire ref_clk_100MHz_pos_detect;
    reg [31:0] ref_clk_cnt;
    reg buffer_done;
    reg [31:0] buffer_done_cnt;
    initial begin
        sig_freq_cnt <= 32'd0;
        sig_freq_cnt_buf <= 32'd0;
        ref_clk_100MHz <= 1'b0;
        ref_clk_100MHz_cnt <= 32'd0;
        ref_clk_cnt <= 32'd0;
        ref_clk_cnt_buf <= 32'd0;
        ref_gate <= 1'b0;
        ref_gate_cnt <= 32'd0;
        ref_gate_pos_detect_r0 <= 1'b0;
        ref_gate_pos_detect_r1 <= 1'b0;
        real_gate <= 1'b0;
        real_gate_pos_detect_r0 <= 1'b0;
        real_gate_pos_detect_r1 <= 1'b0;
        sig_in_pos_detect_r0 <= 1'b0;
        sig_in_pos_detect_r1 <= 1'b0;
        buffer_done <= 1'b0;
        buffer_done_cnt <= 32'd0;
    end
    always @ (posedge clk_200M or negedge rst_n) begin
        if (!rst_n) begin
            ref_gate <= 1'b0;
            ref_gate_cnt <= 32'd0;
        end
        else if (ref_gate_cnt == max_ref_gate_cnt) begin
            ref_gate <= ~ ref_gate;
            ref_gate_cnt <= 32'd0;
        end
        else ref_gate_cnt <= ref_gate_cnt + 1;
    end
    always @ (posedge clk_200M) ref_clk_100MHz <= ~ ref_clk_100MHz;
    assign sig_in_pos_detect = (sig_in_pos_detect_r0 && 
                               !sig_in_pos_detect_r1) ? 1'b1: 1'b0;
    assign sig_in_neg_detect = (!sig_in_pos_detect_r0 &&
                                sig_in_pos_detect_r1) ? 1'b1: 1'b0;
    always @ (posedge clk_200M or negedge rst_n) begin
        if (!rst_n) begin
            sig_in_pos_detect_r0 <= 1'b0;
            sig_in_pos_detect_r1 <= 1'b0;
        end
        else begin
            sig_in_pos_detect_r0 <= sig_in;
            sig_in_pos_detect_r1 <= sig_in_pos_detect_r0;
        end
    end
    assign ref_clk_100MHz_pos_detect = (ref_clk_100MHz_pos_detect_r0 &&
                                      !ref_clk_100MHz_pos_detect_r1) ? 1'b1: 1'b0;
    always @ (posedge clk_200M or negedge rst_n) begin
        if (!rst_n) begin
            ref_clk_100MHz_pos_detect_r0 <= 1'b0;
            ref_clk_100MHz_pos_detect_r1 <= 1'b0;
        end
        else begin
            ref_clk_100MHz_pos_detect_r0 <= ref_clk_100MHz;
            ref_clk_100MHz_pos_detect_r1 <= ref_clk_100MHz_pos_detect_r0;
        end
    end
    assign ref_gate_pos_detect = (ref_gate_pos_detect_r0 &&
                                        !ref_gate_pos_detect_r1) ? 1'b1: 1'b0;
    assign ref_gate_neg_detect = (!ref_gate_pos_detect_r0 &&
                                        ref_gate_pos_detect_r1) ? 1'b1: 1'b0;                                       
    always @ (posedge clk_200M or negedge rst_n) begin
        if (!rst_n) begin
            ref_gate_pos_detect_r0 <= 1'b0;
            ref_gate_pos_detect_r1 <= 1'b0;
        end
        else begin
            ref_gate_pos_detect_r0 <= ref_gate;
            ref_gate_pos_detect_r1 <= ref_gate_pos_detect_r0;
        end
    end
    always @ (posedge clk_200M or negedge rst_n) begin
        if (!rst_n) begin
            real_gate <= 1'b0;
        end
        else if (ref_gate && sig_in_pos_detect) begin
            real_gate <= 1'b1;
        end
        else if (!ref_gate && sig_in_pos_detect) begin
            real_gate <= 1'b0;
        end
        else real_gate <= real_gate;
    end
    assign real_gate_neg_detect =  (!real_gate_pos_detect_r0 && 
                                    real_gate_pos_detect_r1) ? 1'b1: 1'b0;
    always @ (posedge clk_200M or negedge rst_n) begin
        if (!rst_n) begin
            real_gate_pos_detect_r0 <= 1'b0;
            real_gate_pos_detect_r1 <= 1'b0;
        end
        else begin
            real_gate_pos_detect_r0 <= real_gate;
            real_gate_pos_detect_r1 <= real_gate_pos_detect_r0;
        end
    end
    always @ (posedge clk_200M or negedge rst_n) begin
        if (!rst_n) begin
            ref_clk_cnt <= 32'd0;
        end
        else if (real_gate && ref_clk_100MHz_pos_detect) begin
            ref_clk_cnt <= ref_clk_cnt + 1;
        end
        else if (!real_gate && buffer_done) begin
            ref_clk_cnt <= 32'd0;
        end
        else ref_clk_cnt <= ref_clk_cnt;
    end
    always @ (posedge clk_200M or negedge rst_n) begin
        if (!rst_n) begin
            sig_freq_cnt <= 32'd0;
        end
        else if (real_gate && sig_in_pos_detect) begin
            sig_freq_cnt <= sig_freq_cnt + 1;
        end
        else if (!real_gate && buffer_done ) begin
            sig_freq_cnt <= 32'd0;
        end
        else sig_freq_cnt <= sig_freq_cnt;
    end
    always @ (posedge clk_200M or negedge rst_n) begin
        if (!rst_n) begin
            buffer_done <= 1'b0;
            buffer_done_cnt <= 32'd0;
        end
        else if (!real_gate && buffer_done_cnt != 20) begin
            buffer_done_cnt <= buffer_done_cnt + 1;
            buffer_done <= 1'b0;
        end
        else if (!real_gate && buffer_done_cnt == 20) begin
            buffer_done_cnt <= buffer_done_cnt;
            buffer_done <= 1'b1;
        end
        else if (real_gate) begin
            buffer_done_cnt <= 32'd0;
            buffer_done <= 1'b0;
        end
        else begin
            buffer_done <= buffer_done;
            buffer_done_cnt <= buffer_done_cnt;
        end
    end
    always @ (posedge clk_200M or negedge rst_n) begin
        if (!rst_n) begin
            sig_freq_cnt_buf <= 32'd0;
            ref_clk_cnt_buf <= 32'd0;
        end
        else if (real_gate_neg_detect) begin
            sig_freq_cnt_buf <= sig_freq_cnt;
            ref_clk_cnt_buf <= ref_clk_cnt;
        end
        else begin
            sig_freq_cnt_buf <= sig_freq_cnt_buf;
            ref_clk_cnt_buf <= ref_clk_cnt_buf;
        end
    end
endmodule
--- design/flow/constraint.sdc ---
current_design FREQ_measure

set clk_period 7.0
set clk_io_pct 0.2

create_clock -name clk0 -period $clk_period [get_ports {clk_200M}]

set non_clock_inputs [all_inputs -no_clocks]
set_input_delay [expr $clk_period * $clk_io_pct] -clock clk0 $non_clock_inputs
set_output_delay [expr $clk_period * $clk_io_pct] -clock clk0 [all_outputs]
--- design/flow/config.mk ---
export PLATFORM = sky130hd
export DESIGN_NAME = FREQ_measure
export DESIGN_NICKNAME = FREQ_measure
export VERILOG_FILES = /design/flow/design.v
export SDC_FILE = /design/flow/constraint.sdc
export NUM_CORES = 4
export LEC_CHECK = 1
export CORE_UTILIZATION = 40
==> CHANGELOG.md <==
### Physical design

* Largest net degree at the start of global routing at 61
* Seq share, synth at 0.543
* Synth top cells by count: dfrtp_1, nand2_1, mux2_2
* Row cnt at 55
* Initial antenna violation count at 0
* Setup TNS at 0 ns
* Final Slew Violations at 0
* Tightest Pin Transition at 0.898 ns
* #FFs+latches synth at 202
* CP endpoint kind: flip-flop
* WP data arrival at 3.26 ns
* Period utilization at 0.405
* Top cells by area: dfrtp_1, mux2_2, mux2i_1
* Post-synthesis chip area from yosys at 9300 um^2
* Avg WL per Cell at 15.1 um
* Xor/xnor share at 0.0264
* RSZ-0062 raised after global routing: no
* Fraction of the mapped netlist area in adder cells at 0.00673
* Late-Pin Clk Latency at 0.51 ns
* Top FF cell, synth: dfrtp_1
* RD Place Congestion at 0.840
* Crit path kind: flip-flop to flip-flop
* AO/OA Area Share at 0.0725
* Power per cell area at 216 nW/um^2
* Antenna Cells at 0
* Lkg Pwr at 4.92 nW
* First-pass GRT wire length at 31.5 mm
* Synth mux share at 0.120
* Run status: completed
* Num ports at 67
* # clock sinks at 202
* Startpoint Class: flip-flop
* Layout cell share with drive strength beyond 1 at 0.128
* Synth unique cells at 41
* Synthesized area at 9300 um^2
* DRT iter0 DRCs at 325
* GRT Total Usage at 0.164
* Clock slew at reported path FFs at 0.06 ns
* Gate count of the mapped netlist at 851
* Post-cts sizing count at 0
* Dpl hpwl at 11.8 mm
* CTS Buffer Depth at 3
* Root Buffer: clkbuf_16
* Via count at 6696
* Endpoints failing setup at 0
* Max stage delay cell, worst path: or4_1
* CP max stage delay at 0.90 ns
* Fin crit period at 2.83 ns
* Final WL at 18.4 mm
* Detailed Routing Iterations Pass 1 at 5
* Post-route cell area at 11000 um^2
* Most numerous cell in the Yosys netlist: dfrtp_1
* Yosys Warn Count at 1
* Worst slew margin at 0.397
* CTS tree: done
* Number of cells in Yosys stat at 851
* Area leader, netlist: dfrtp_1
* Crit path cell chain: buf_4, nand3b_1, or4_1, nor4_1, mux2i_1
* Die width at 154 um
* Grt total ovfl at 0
* I/O Buffers at 66
* Vias/cell at 5.50
* Area post-placement at 10300 um^2
* Area Growth Syn to Fin at 18.6%
* Maxcap violations at 0
* Dominant comb cell: simple AND/OR/NAND/NOR gates
* Cts hold-fix bufs at 0
* Detail Route Antenna Nets at 0
* Full die area at 23900 um^2
* Top-area cell type share of the netlist area at 0.541
* AND/OR/NAND/NOR Cells, Area Fraction at 0.209
* Worst vdd ir at 0.171 mV
* Synth Area per Inst at 10.9 um^2
* H-tree level count at 1
* Core region area at 22700 um^2
* Hold slack at 0.335 ns
* Class of the worst hold path: flip-flop to flip-flop
* Worst Path Required at 7.43 ns
* Log Warnings at 26
* Postcts setup bufs at 0
* Fin. Hold Viols at 0
* Vias in the first global route at 6269
* Asr flop ratio synth at 0.995
* Fillers at 1974
* EDFF count, synth at 0
* CTS Buf Count at 23
* Crit path max fanout at 48
* Clock Skew at 0.0107 ns
* Fmax at 0.353 GHz
* Residual DRC at 0
* Die Ht at 154 um
* Fp util at 0.410
[worst max-delay path, delay by kind of cell, from the launching register on]
family                 cells  cell delay, ns
buffers and inverters      1            0.40
multiplexers               1            0.22
AND/OR/NAND/NOR            3            1.81
flip-flops                 1            0.32
[flip-flops by register name (all words and copies together) (netlist names), 32 cells and up]
| register | count |
|---|---|
| ref_gate_cnt | 32 |
| buffer_done_cnt | 32 |
| ref_clk_cnt | 32 |
| ref_clk_cnt_buf | 32 |
| sig_freq_cnt | 32 |
| sig_freq_cnt_buf | 32 |
[kinds of logic (layout without fill, tap and decap cells)]
kind of cell,count (synthesis),after routing
simple gates,347,347
flops,202,202
compound gates,112,112
mux,104,104
buf+inv,53,134
xor+xnor,28,28
fa+ha+maj,5,5
[final cells by class]
class	count	area (um^2)	area share
Multi-Input combinational cell	596	4050	0.367
Clock inverter	6	61.3	0.00556
Inverter	16	60.1	0.00545
Sequential cell	202	5050	0.458
Tap cell	285	357	0.0323
Timing Repair Buffer	77	747	0.0677
Clock buffer	35	701	0.0635
[layer usage]
metal | vias to the layer above | track usage | share of wire
met1 | 3235 | 0.275 | 0.51
met2 | 120 | 0.240 | 0.43
met5 | - | 0 | 0
met3 | 24 | 0.0240 | 0.038
li1 | 3317 | - | -
met4 | 0 | 0.0278 | 0.020
[cells in the final DEF (no fill, tap or decap), types with 4 or more instances in the layout]
master and n:
a21oi_1 33, or4_1 23, nor4_1 19, o311ai_0 8, mux2i_1 42, and4_1 18
o211ai_1 5, o21ai_0 38, clkbuf_1 4, nor3_1 12, o41ai_1 4, o31ai_1 21
dfrtp_1 201, nand4_1 51, xor2_1 17, nand2_1 84, buf_4 11, nor2_1 25
xnor2_1 11, clkdlybuf4s50_1 65, clkbuf_8 9, or3_1 13, and2_1 10, ha_1 5
nor2b_1 6, and3_1 13, clkbuf_16 23, nand3_1 53, inv_1 16, mux2_2 62
[path summary, 6_finish.rpt]
| check | from | endpoint | slack (ns) | cells after the start |
|---|---|---|---|---|
| worst max-delay path | real_gate | sig_freq_cnt[31] | 4.17 | 5 |
| worst min-delay path | ref_clk_100MHz | ref_clk_100MHz_pos_detect_r0 | 0.33 | 0 |
| worst max register to register | real_gate | sig_freq_cnt[31] | 4.17 | 5 |
| worst min register to register | ref_clk_100MHz | ref_clk_100MHz_pos_detect_r0 | 0.33 | 0 |
| max in group asynchronous | rst_n | ref_clk_cnt[8] | 4.53 | 3 |
| min in group asynchronous | rst_n | sig_freq_cnt_buf[13] | 0.82 | 1 |
[through the flow]
stage          worst slack [ns]  instances  power [W]  utilization
2_1_floorplan              4.97        851    0.00119            -
3_3_place_gp               3.87       1176    0.00122        0.452
3_5_place_dp               3.88       1176    0.00122        0.452
4_1_cts                    4.17       1217    0.00242        0.486
5_1_grt                    3.97       1217    0.00246        0.486
6_report                   4.17       1217    0.00238        0.486
[where the power goes]
group | internal [W] | switching, W | total, W
logic | 0.00000251 | 0.0000226 | 0.0000251
registers | 0.00117 | 0.000000316 | 0.00117
clock network | 0.000724 | 0.000460 | 0.00118
total | 0.00190 | 0.000483 | 0.00238
Power and IR drop assume default switching activity.
