===== flow/run.sh =====
#!/bin/bash
# OpenROAD 26Q1-2900-gdf79404cd8, Yosys 0.63+post, stock flow scripts
make -C /OpenROAD-flow-scripts/flow DESIGN_CONFIG=/design/flow/config.mk WORK_HOME=/design/flow/orfs finish

===== flow/config.mk =====
export PLATFORM = sky130hd
export DESIGN_NAME = duty_cycle_meter
export DESIGN_NICKNAME = duty_cycle_meter
export VERILOG_FILES = /design/flow/design.v
export SDC_FILE = /design/flow/constraint.sdc
export NUM_CORES = 4
export LEC_CHECK = 1
export CORE_UTILIZATION = 50

===== flow/constraint.sdc =====
current_design duty_cycle_meter

set clk_period 5.4
set clk_io_pct 0.2

create_clock -name clk0 -period $clk_period [get_ports {sys_clk}]

set non_clock_inputs [all_inputs -no_clocks]
set_input_delay [expr $clk_period * $clk_io_pct] -clock clk0 $non_clock_inputs
set_output_delay [expr $clk_period * $clk_io_pct] -clock clk0 [all_outputs]

===== flow/design.v =====
`timescale 1ns / 1ps
module duty_cycle_meter(
	input wire sys_clk,
	input wire rst_n,
	input wire sig_in,
	output reg [31:0] sig_in_high_cnt_buf,
	output reg [31:0] sig_in_low_cnt_buf
	);
	parameter max_clk_1_2Hz_cnt = 399_999_999;
	reg [31:0] clk_1_2Hz_cnt;
	reg ref_clk_1_2Hz;
	reg sig_in_r;
	reg ref_clk_1_2Hz_pos_detect_r0;
	reg ref_clk_1_2Hz_pos_detect_r1;
	wire ref_clk_1_2Hz_pos_detect;
	wire ref_clk_1_2Hz_neg_detect;
	reg [31:0] sig_in_high_cnt;
	reg [31:0] sig_in_low_cnt;
	reg buffer_done;
	reg [31:0] buffer_done_cnt;
	initial begin
		sig_in_r <= 1'b0;
		sig_in_high_cnt_buf <= 32'd0;
		sig_in_low_cnt_buf  <= 32'd0;
		ref_clk_1_2Hz <= 1'b0;
		clk_1_2Hz_cnt <= 1'b0;
		ref_clk_1_2Hz_pos_detect_r0 <= 1'b0;
		ref_clk_1_2Hz_pos_detect_r1 <= 1'b0;
		sig_in_high_cnt <= 32'd0;
		sig_in_low_cnt <= 32'd0;
		buffer_done <= 1'b0;
		buffer_done_cnt <= 32'd0;
	end
	always @ (posedge sys_clk or negedge rst_n) begin
	    if (!rst_n) begin
	        clk_1_2Hz_cnt <= 32'd0;
	        ref_clk_1_2Hz <= 1'b0;
	    end
	    else begin
	        if (clk_1_2Hz_cnt == max_clk_1_2Hz_cnt) begin
	            ref_clk_1_2Hz <= ~ ref_clk_1_2Hz;
	            clk_1_2Hz_cnt <= 32'd0;
	        end
	        else clk_1_2Hz_cnt <= clk_1_2Hz_cnt + 1;
	    end
	end
	assign ref_clk_1_2Hz_pos_detect = (ref_clk_1_2Hz_pos_detect_r0 &&
	                         !ref_clk_1_2Hz_pos_detect_r1) ? 1'b1: 1'b0;
	assign ref_clk_1_2Hz_neg_detect = (!ref_clk_1_2Hz_pos_detect_r0 &&
	                         ref_clk_1_2Hz_pos_detect_r1) ? 1'b1: 1'b0;                        
	always @ (posedge sys_clk or negedge rst_n) begin
	    if (!rst_n) begin
	            ref_clk_1_2Hz_pos_detect_r0 <= 1'b0;
	            ref_clk_1_2Hz_pos_detect_r1 <= 1'b0;
	    end
	    else begin
	        ref_clk_1_2Hz_pos_detect_r0 <= ref_clk_1_2Hz;
	        ref_clk_1_2Hz_pos_detect_r1 <= ref_clk_1_2Hz_pos_detect_r0;
	    end
	end
	reg sig_in_pos_detect_r0 = 1'b0;
	reg sig_in_pos_detect_r1 = 1'b0;
	wire sig_in_pos_detect;
	assign sig_in_pos_detect = (sig_in_pos_detect_r0 && 
	                        !sig_in_pos_detect_r1) ? 1'b1: 1'b0;
	always @ (posedge sys_clk or negedge rst_n) begin
	    if (!rst_n) begin
	        sig_in_pos_detect_r0 <= 1'b0;
	        sig_in_pos_detect_r1 <= 1'b0;
	    end
	    else begin
	        sig_in_pos_detect_r0 <= sig_in;
	        sig_in_pos_detect_r1 <= sig_in_pos_detect_r0;
	    end
	end
	reg sig_in_neg_detect_r0 = 1'b0;
	reg sig_in_neg_detect_r1 = 1'b0;
	wire sig_in_neg_detect;
	assign sig_in_neg_detect = (!sig_in_pos_detect_r0 && 
	                         sig_in_pos_detect_r1) ? 1'b1: 1'b0;
	always @ (posedge sys_clk or negedge rst_n) begin
	    if (!rst_n) begin
	        sig_in_neg_detect_r0 <= 1'b0;
	        sig_in_neg_detect_r1 <= 1'b0;
	    end
	    else begin
	        sig_in_neg_detect_r0 <= sig_in;
	        sig_in_neg_detect_r1 <= sig_in_neg_detect_r0;
	    end
	end
	always @ (posedge sys_clk or negedge rst_n) begin
		if (!rst_n) begin
			sig_in_r <= 1'b0;
		end
		else if (sig_in_pos_detect) begin
			sig_in_r <= 1'b1;
		end
		else if (sig_in_neg_detect) begin
			sig_in_r <= 1'b0;
		end
		else sig_in_r <= sig_in_r;
	end
	always @ (posedge sys_clk or negedge rst_n) begin
		if (!rst_n) begin
			sig_in_high_cnt <= 32'd0;
		end
		else begin
			if (ref_clk_1_2Hz && sig_in_r) begin
				sig_in_high_cnt <= sig_in_high_cnt + 1;
			end
			else if (!ref_clk_1_2Hz && buffer_done) begin
				sig_in_high_cnt <= 32'd0;
			end
			else sig_in_high_cnt <= sig_in_high_cnt;
		end
	end
	always @ (posedge sys_clk or negedge rst_n) begin
		if (!rst_n) begin
			sig_in_low_cnt <= 32'd0;
		end
		else begin
			if (ref_clk_1_2Hz && !sig_in_r) begin
				sig_in_low_cnt <= sig_in_low_cnt + 1;
			end
			else if (!ref_clk_1_2Hz && buffer_done) begin
				sig_in_low_cnt <= 32'd0;
			end
			else sig_in_low_cnt <= sig_in_low_cnt;
		end
	end
    always @ (posedge sys_clk or negedge rst_n) begin
		if (!rst_n) begin
			buffer_done <= 1'b0;
			buffer_done_cnt <= 32'd0;
		end
		else if (!ref_clk_1_2Hz && buffer_done_cnt != 10) begin
			buffer_done_cnt <= buffer_done_cnt + 1;
			buffer_done <= 1'b0;
		end
		else if (!ref_clk_1_2Hz && buffer_done_cnt == 10) begin
			buffer_done <= 1'b1;
			buffer_done_cnt <= buffer_done_cnt;
		end
		else if (ref_clk_1_2Hz) begin
			buffer_done_cnt <= 32'd0;
			buffer_done <= 1'b0;
		end
	end
    always @ (posedge sys_clk or negedge rst_n) begin
	    if (!rst_n) begin
	        sig_in_high_cnt_buf <= 32'd0;
	        sig_in_low_cnt_buf <= 32'd0;
	    end
	    else begin
	        if (ref_clk_1_2Hz_neg_detect) begin
	            sig_in_high_cnt_buf <= sig_in_high_cnt;
	            sig_in_low_cnt_buf <= sig_in_low_cnt;
	        end
	        else begin
	            sig_in_high_cnt_buf <= sig_in_high_cnt_buf;
	            sig_in_low_cnt_buf <= sig_in_low_cnt_buf;
	        end
	    end
	end
endmodule

==> out/metrics.cfg <==
[placed_design]
placed_area_um2=10000
dp_slack_ns=3.04
hpwl_um=11200
port_buffers=66
place.gp.congestion=0.836

[hold_path]
hp-start=ref_clk_1_2Hz_pos_detect_r0
min_path_type=reg2reg

[pwr]
p_per_area_nw_per_um2=261
irDropWorstVdd_mv=0.230
p_leak_uw=0.00489

[synthesis]
synth_cell_types=42
ys_cells=830
syn_inst=830
syn_area_per_cell_um2=11.0
seq_area_frac_synth=0.544
netlist_area_um2=9150
yosys-stat-area_um2=9150
ys_warn_count=1
synth-seq-cells=199

[die]
fp.dieH_um=137
fp_util=0.509
num_rows=49
pin_count=67
coreArea_um2=18000
die_area_um2=18800
chipWidth_um=137

[final_timing]
layout_min_cycle_time_ns=2.36
clock_skew_ns=0.0142
holdWs_ns=0.371
slew_violations=0
tns_ns=0
setup_viol=0
rsz0062_at_grt=false
slew_headroom=0.416
timing.final.crit_share=0.437
hold_viol=0
worst_pin_slew_ns=0.868
max_freq_mhz=424
fin_ws_ns=3.04

[route]
drt_first_pass_iters=4
drtAntennaViolNets=0
vias=6436
drtIter0Drc=360
wirelength_um=17300
drc=0
antenna_cells=0
wire_per_inst_um=15.3
avgViaCountPerCell=5.71

[clock_network]
cts_tree=done
cts_buffers=17
cts.clk_slew.worst_paths_ns=0.07
clk_latency_ns=0.43
post_cts_buffers=0
cts-root-buf=clkbuf_16
clock_sinks=199
cts_resized=0
cts_htree_levels=4
cts_max_path_buffers=2
cts-hold-fix-buffers=0

[setup_path]
crit_path_start_kind=flip-flop
cp_top_family=buffers and inverters
max_stage_delay_ns=0.48
path_class=reg2out
crit_slowest_cell=clkdlybuf4s50_1
cp_max_fo=2
arrival_ns=1.28
reg2reg_from=ref_clk_1_2Hz
worstPathBufferInverterCount=1
endpoint_kind=output port
cp-startpoint=sig_in_low_cnt_buf[2]
path_cells=clkdlybuf4s50_1
crit_required_ns=4.32

[outcome]
status=completed

[grt]
grt_max_degree=113
antenna_found_initial=0
grt_usage=0.199
grt-ovfl-total=0
grt_pass1_vias=5892
grt_pass1_wl_um=28800

[final_layout]
areaGrowthSynthToFinish_pct=15.9
final_core_util=0.590
mostFrequentLayoutCells=dfrtp_1 (199), nand2_1 (97), clkdlybuf4s50_1 (65), mux2_2 (64), nand3_1 (55)
drive_above_1_share=0.129
mostFrequentLayoutCell=dfrtp_1
stdcell_area_um2=10600

[flow_run]
cap_violations=0
tool_warnings=28

## stage by stage
stage	total power, µW	cells
finish	2770	1128
global route	2870	1128
CTS	2800	1128
detailed placement	1560	1096
global placement	1560	1096
floorplan	1530	830
## cells in the mapped netlist, drive strengths merged
master | number | area, µm²
a211oi | 2 | 15.0
a21oi | 32 | 160
a22o | 1 | 8.76
a31oi | 1 | 6.26
and2 | 6 | 37.5
and3 | 19 | 119
and4 | 15 | 131
buf | 7 | 31.3
clkbuf | 29 | 109
dfrtp | 199 | 4980
ha | 6 | 75.1
inv | 9 | 33.8
mux2 | 64 | 721
mux2i | 48 | 480
nand2 | 97 | 364
nand2b | 7 | 43.8
nand3 | 56 | 285
nand3b | 1 | 7.51
nand4 | 43 | 275
nand4b | 4 | 35.0
nor2 | 27 | 101
nor2b | 4 | 25.0
nor3 | 10 | 55.1
nor3b | 1 | 7.51
nor4 | 18 | 138
nor4b | 3 | 26.3
o211ai | 4 | 30.0
o21ai | 26 | 130
o311ai | 3 | 26.3
o31ai | 23 | 173
o41ai | 2 | 17.5
or2 | 2 | 12.5
or3 | 10 | 62.6
or4 | 22 | 169
xnor2 | 10 | 87.6
xor2 | 19 | 166
## logic make-up after synthesis
| logic type | share of synthesized area |
|---|---|
| and+or+nand+nor | 0.207 |
| adders and majority gates | 0.00821 |
| buffers and inverters | 0.0190 |
| AOI/OAI and AO/OA | 0.0620 |
| muxes | 0.131 |
| DFF | 0.544 |
| xor gates and xnor gates | 0.0278 |
## final timing paths
check	end	slack [ns]	depth (start not counted)
setup reg to reg	sig_in_high_cnt[24]	3.04	5
max in group asynchronous	sig_in_high_cnt[11]	3.68	2
hold / removal	ref_clk_1_2Hz_pos_detect_r1	0.37	0
min in group asynchronous	sig_in_low_cnt_buf[16]	0.68	1
setup / recovery	sig_in_low_cnt_buf[2]	3.04	1
hold reg to reg	ref_clk_1_2Hz_pos_detect_r1	0.37	0
## metal layers
metal	vias up	wire length (µm)	global-route usage
met3	7	644	0.0342
met4	0	125	0.0171
li1	3190	-	-
met1	3115	8640	0.329
met5	-	0	0
met2	124	7890	0.303
## final cells by class
class	instances	area [µm²]
clock buffers	18	439
clock inverters	14	136
fillers	1450	7360
inverters	9	33.8
multi-input cells	586	4000
flip-flops and latches	199	4980
well taps	229	287
repair buffers	73	729
## report_power, final
part | switching, µW | internal (µW) | total, µW
Sequential | 2.73 | 1490 | 1490
Combinational | 29.1 | 5.69 | 34.8
Clock | 576 | 661 | 1240
Total | 608 | 2160 | 2770
## flip-flops by register name, indices dropped and copies added (netlist names), 32 cells and up
signal,count
buffer_done_cnt,32
clk_1_2Hz_cnt,32
sig_in_high_cnt,32
sig_in_high_cnt_buf,32
sig_in_low_cnt,32
sig_in_low_cnt_buf,32
Power is estimated from default activity; no workload was simulated.
